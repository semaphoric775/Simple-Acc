`run.sh`:
```
#!/bin/bash
# OpenROAD 26Q1-2900-gdf79404cd8, Yosys 0.63+post, stock flow scripts
make -C /OpenROAD-flow-scripts/flow DESIGN_CONFIG=/design/flow/config.mk WORK_HOME=/design/flow/orfs finish
```
`config.mk`:
```
export PLATFORM = sky130hd
export DESIGN_NAME = ctr
export DESIGN_NICKNAME = ctr
export VERILOG_FILES = /design/flow/design.v
export SDC_FILE = /design/flow/constraint.sdc
export NUM_CORES = 4
export LEC_CHECK = 1
export CORE_AREA = 10 10 80 80
export DIE_AREA = 0 0 90 90
```
`constraint.sdc`:
```
current_design ctr

set clk_period 4.8
set clk_io_pct 0.2

create_clock -name clk0 -period $clk_period [get_ports {clk}]

set non_clock_inputs [all_inputs -no_clocks]
set_input_delay [expr $clk_period * $clk_io_pct] -clock clk0 $non_clock_inputs
set_output_delay [expr $clk_period * $clk_io_pct] -clock clk0 [all_outputs]
```
`design.v`:
```
module ctr (
           clk,
           rst,
	       zflag,
           opcode,
           muxPC,
           muxMAR,
           muxACC,
           loadMAR,
           loadPC,
           loadACC,
           loadMDR,
           loadIR,
           opALU,
           MemRW,
           mult_load,
           mult_done,
           mult_reset,
);
input clk;
input rst;
input zflag;
input [7:0]opcode;
output reg muxPC;
output reg muxMAR;
output reg[1:0] muxACC;
output reg loadMAR;
output reg loadPC;
output reg loadACC;
output reg loadMDR;
output reg loadIR;
output reg[1:0] opALU;
output reg MemRW;
output reg mult_load;
output reg mult_reset;
input mult_done;
parameter op_add=8'b001;
parameter op_or= 8'b010;
parameter op_jump=8'b011;
parameter op_jumpz=8'b100;
parameter op_load=8'b101;
parameter op_store=8'b110;
parameter op_mull=8'b1001;
parameter op_neg=8'b1010;
parameter Fetch_1 = 5'b00000;
parameter Fetch_2 = 5'b00001;
parameter Fetch_3 = 5'b00010;
parameter Decode = 5'b00011;
parameter ExecADD_1 = 5'b00100;
parameter ExecOR_1 = 5'b00101;
parameter ExecLoad_1 = 5'b00110;
parameter ExecStore_1 = 5'b00111;
parameter ExecJump = 5'b01000;
parameter ExecADD_2 = 5'b01001;
parameter ExecOR_2 = 5'b01010;
parameter ExecLoad_2 = 5'b01011;
parameter ExecNEG_1 = 5'b01100;
parameter ExecNEG_2 = 5'b01101;
parameter ExecMUL_1 = 5'b01110; 
parameter ExecMUL_2 = 5'b01111;
parameter ExecMUL_3 = 5'b10000;
parameter ExecMUL_4 = 5'b10001;
parameter ExecMUL_5 = 5'b10010;
parameter ExecMUL_6 = 5'b10011;
reg[4:0] current_state;
always @(*)
case(current_state)
Fetch_1:
begin
muxPC <= 1'b0;
muxMAR <= 1'b0;
muxACC <= 2'b00;
loadMAR <= 1'b1;
loadPC <= 1'b1;
loadACC <= 1'b0;
loadMDR <= 1'b0;
loadIR <= 1'b0;
opALU <= 2'b00;
MemRW <= 1'b0;
mult_load <= 1'b0;
mult_reset <= 1'b0;
end
Fetch_2:
begin
muxPC <= 1'b0;
muxMAR <= 1'b0;
muxACC <= 2'b00;
loadMAR <= 1'b0;
loadPC <= 1'b0;
loadACC <= 1'b0;
loadMDR <= 1'b1;
loadIR <= 1'b0;
opALU <= 2'b00;
MemRW <= 1'b0;
mult_load <= 1'b0;
mult_reset <= 1'b0;
end
Fetch_3:
begin 
muxPC <= 1'b0;
muxMAR <= 1'b0;
muxACC <= 2'b00;
loadMAR <= 1'b0;
loadPC <= 1'b0;
loadACC <= 1'b0;
loadMDR <= 1'b0;
loadIR <= 1'b1;
opALU <= 2'b00;
MemRW <= 1'b0;
mult_load <= 1'b0;
mult_reset <= 1'b0;
end
Decode:
begin
muxPC <= 1'b0;
muxMAR <= 1'b1;
muxACC <= 2'b00;
loadMAR <= 1'b1;
loadPC <= 1'b0;
loadACC <= 1'b0;
loadMDR <= 1'b0;
loadIR <= 1'b0;
opALU <= 2'b00;
MemRW <= 1'b0;
mult_load <= 1'b0;
mult_reset <= 1'b0;
end
ExecADD_1:
begin
muxPC <= 1'b0;
muxMAR <= 1'b0;
muxACC <= 2'b00;
loadMAR <= 1'b0;
loadPC <= 1'b0;
loadACC <= 1'b0;
loadMDR <= 1'b1;
loadIR <= 1'b0;
opALU <= 2'b00;
MemRW <= 1'b0;
mult_load <= 1'b0;
mult_reset <= 1'b0;
end
ExecOR_1: 
begin
muxPC <= 1'b0;
muxMAR <= 1'b0;
muxACC <= 2'b00;
loadMAR <= 1'b0;
loadPC <= 1'b0;
loadACC <= 1'b0;
loadMDR <= 1'b1;
loadIR <= 1'b0;
opALU <= 2'b00;
MemRW <= 1'b0;
mult_load <= 1'b0;
mult_reset <= 1'b0;
end
ExecStore_1:
begin
muxPC <= 1'b0;
muxMAR <= 1'b0;
muxACC <= 2'b00;
loadMAR <= 1'b0;
loadPC <= 1'b0;
loadACC <= 1'b0;
loadMDR <= 1'b0;
loadIR <= 1'b0;
opALU <= 2'b00;
MemRW <= 1'b1;
mult_load <= 1'b0;
mult_reset <= 1'b0;
end
ExecLoad_1:
begin
muxPC <= 1'b0;
muxMAR <= 1'b0;
muxACC <= 2'b00;
loadMAR <= 1'b0;
loadPC <= 1'b0;
loadACC <= 1'b0;
loadMDR <= 1'b1;
loadIR <= 1'b0;
opALU <= 2'b00;
MemRW <= 1'b0;
mult_load <= 1'b0;
mult_reset <= 1'b0;
end
ExecJump:
begin
muxPC <= 1'b1;
muxMAR <= 1'b0;
muxACC <= 2'b00;
loadMAR <= 1'b0;
loadPC <= 1'b1;
loadACC <= 1'b0;
loadMDR <= 1'b0;
loadIR <= 1'b0;
opALU <= 2'b00;
MemRW <= 1'b0;
mult_load <= 1'b0;
mult_reset <= 1'b0;
end
ExecADD_2:
begin
muxPC <= 1'b0;
muxMAR <= 1'b0;
muxACC <= 2'b00;
loadMAR <= 1'b0;
loadPC <= 1'b0;
loadACC <= 1'b1;
loadMDR <= 1'b0;
loadIR <= 1'b0;
opALU <= 2'b01;
MemRW <= 1'b0;
mult_load <= 1'b0;
mult_reset <= 1'b0;
end
ExecOR_2:
begin
muxPC <= 1'b0;
muxMAR <= 1'b0;
muxACC <= 2'b00;
loadMAR <= 1'b0;
loadPC <= 1'b0;
loadACC <= 1'b1;
loadMDR <= 1'b0;
loadIR <= 1'b0;
opALU <= 2'b00;
MemRW <= 1'b0;
mult_load <= 1'b0;
mult_reset <= 1'b0;
end
ExecLoad_2:
begin
muxPC <= 1'b0;
muxMAR <= 1'b0;
muxACC <= 2'b01;
loadMAR <= 1'b0;
loadPC <= 1'b0;
loadACC <= 1'b1;
loadMDR <= 1'b0;
loadIR <= 1'b0;
opALU <= 2'b00;
MemRW <= 1'b0;
mult_load <= 1'b0;
mult_reset <= 1'b0;
end
ExecNEG_1:
begin
muxPC <= 1'b0;
muxMAR <= 1'b0;
muxACC <= 2'b00;
loadMAR <= 1'b0;
loadPC <= 1'b0;
loadACC <= 1'b0;
loadMDR <= 1'b1;
loadIR <= 1'b0;
opALU <= 2'b11;
MemRW <= 1'b0;
mult_load <= 1'b0;
mult_reset <= 1'b0;
end
ExecNEG_2:
begin
muxPC <= 1'b0;
muxMAR <= 1'b0;
muxACC <= 2'b00;
loadMAR <= 1'b0;
loadPC <= 1'b0;
loadACC <= 1'b1;
loadMDR <= 1'b0;
loadIR <= 1'b0;
opALU <= 2'b11;
MemRW <= 1'b0;
mult_load <= 1'b0;
mult_reset <= 1'b0;
end
ExecMUL_1:
begin
muxPC <= 1'b0;
muxMAR <= 1'b0;
muxACC <= 2'b00;
loadMAR <= 1'b0;
loadPC <= 1'b0;
loadACC <= 1'b0;
loadMDR <= 1'b1;
loadIR <= 1'b0;
opALU <= 2'b00;
MemRW <= 1'b0;
mult_load <= 1'b0;
mult_reset <= 1'b1;
end
ExecMUL_2:
begin
muxPC <= 1'b0;
muxMAR <= 1'b0;
muxACC <= 2'b00;
loadMAR <= 1'b0;
loadPC <= 1'b0;
loadACC <= 1'b0;
loadMDR <= 1'b0;
loadIR <= 1'b0;
opALU <= 2'b00;
MemRW <= 1'b0;
mult_load <= 1'b0;
mult_reset <= 1'b1;
end
ExecMUL_3:
begin
muxPC <= 1'b0;
muxMAR <= 1'b0;
muxACC <= 2'b00;
loadMAR <= 1'b0;
loadPC <= 1'b0;
loadACC <= 1'b0;
loadMDR <= 1'b0;
loadIR <= 1'b0;
opALU <= 2'b00;
MemRW <= 1'b0;
mult_load <= 1'b1;
mult_reset <= 1'b0;
end
ExecMUL_4:
begin
muxPC <= 1'b0;
muxMAR <= 1'b0;
muxACC <= 2'b00;
loadMAR <= 1'b0;
loadPC <= 1'b0;
loadACC <= 1'b0;
loadMDR <= 1'b0;
loadIR <= 1'b0;
opALU <= 2'b00;
MemRW <= 1'b0;
mult_load <= 1'b1;
mult_reset <= 1'b0;
end
ExecMUL_5:
begin
muxPC <= 1'b0;
muxMAR <= 1'b0;
muxACC <= 2'b00;
loadMAR <= 1'b0;
loadPC <= 1'b0;
loadACC <= 1'b0;
loadMDR <= 1'b0;
loadIR <= 1'b0;
opALU <= 2'b00;
MemRW <= 1'b0;
mult_load <= 1'b0;
mult_reset <= 1'b0;
end
ExecMUL_6:
begin
muxPC <= 1'b0;
muxMAR <= 1'b0;
muxACC <= 2'b10;
loadMAR <= 1'b0;
loadPC <= 1'b0;
loadACC <= 1'b1;
loadMDR <= 1'b0;
loadIR <= 1'b0;
opALU <= 2'b00;
MemRW <= 1'b0;
mult_load <= 1'b0;
mult_reset <= 1'b0;
end
default: begin
muxPC <= 1'b0;
muxMAR <= 1'b0;
muxACC <= 2'b00;
loadMAR <= 1'b0;
loadPC <= 1'b0;
loadACC <= 1'b0;
loadMDR <= 1'b0;
loadIR <= 1'b0;
opALU <= 2'b00;
MemRW <= 1'b0;
mult_load <= 1'b0;
mult_reset <= 1'b0;
end
endcase
always @(posedge clk)
    if(rst)
        current_state <= Fetch_1;
    else 
    case(current_state)
    Fetch_1: current_state <= Fetch_2;
    Fetch_2: current_state <= Fetch_3;
    Fetch_3: current_state <= Decode;
    Decode: case(opcode)
    op_add: current_state <= ExecADD_1;
    op_or: current_state <= ExecOR_1;
    op_store: current_state <= ExecStore_1;
    op_load: current_state <= ExecLoad_1;
    op_jump: current_state <= ExecJump;
    op_jumpz: if(zflag) current_state <= ExecJump; else current_state <= Fetch_1;
    op_neg: current_state <= ExecNEG_1;
    op_mull: current_state <= ExecMUL_1;
    default: current_state <= Fetch_1;
    endcase
    ExecADD_1: current_state <= ExecADD_2;
    ExecOR_1: current_state <= ExecOR_2;
    ExecStore_1: current_state <= Fetch_1;
    ExecLoad_1: current_state <= ExecLoad_2;
    ExecADD_2: current_state <= Fetch_1;
    ExecOR_2: current_state <= Fetch_1;
    ExecLoad_2: current_state <= Fetch_1;
    ExecNEG_1: current_state <= ExecNEG_2;
    ExecNEG_2: current_state <= Fetch_1;
    ExecMUL_1: current_state <= ExecMUL_2;
    ExecMUL_2: current_state <= ExecMUL_3;
    ExecMUL_3: current_state <= ExecMUL_4;
    ExecMUL_4: current_state <= ExecMUL_5;
    ExecMUL_5: if(mult_done) current_state <= ExecMUL_6; else current_state <= ExecMUL_5;
    ExecMUL_6: current_state <= Fetch_1;
    default: current_state <= Fetch_1;
    endcase
endmodule
```
==> CHANGELOG.md <==
## Flow update

* Status: finished clean
* Clk sinks at 19
* Drt initial violations at 98
* Yosys xor share at 0.0276
* Post-Synth Simple-Gate Area at 0.299
* Drc violations at 0
* Power Density at 252 nW/um2
* WHS at 0.780 ns
* Per-cell routed wire length at 11.7 um
* Largest net degree at the start of global routing at 12
* Syn avg cell area at 9.35 um2
* Most numerous logic cell after layout: clkdlybuf4s50_1
* Tool warnings at 27
* Post-DP HPWL at 1.71 mm
* Root buffer cell: clkbuf_8
* Cells after Synth at 102
* Synthesis-to-layout area growth at 37.9%
* Register share after synthesis at 0.399
* F_max at 327 MHz
* Via count at 796
* Post-CTS repair timing setup buffer count at 0
* Grt ovf at 0
* # IOs at 26
* Slew Viols, Final at 0
* Worst-path fanout max at 7
* Biggest regs: current_state: 5 flops, muxACC: 2 flops, opALU: 2 flops
* Worst Hold Class: reg2reg
* Die footprint at 8100 um2
* Total Power at 331 uW
* Global-route wire length before repair at 3.84 mm
* Slew HR at 0.633
* Setup TNS at 0 ns
* Worst Path Arrival at 3.23 ns
* Via density at 4.10
* Yosys chip area at 953 um2
* Pre-Repair DR Iteration Count at 4
* VDD IR max at 0.163 mV
* EDFF count, synth at 0
* #FFs+latches synth at 19
* Biggest register: current_state
* Final hold violations at 0
* Clk latency of the worst-skew pair at 0.25 ns
* Max Cap Viol at 0
* RSZ-0062 raised after global routing: no
* Worst-path clk slew at 0.07 ns
* Synthesis warning total at 1
* Cell type with the largest total area: dfxtp_1
* Share of flip-flops with an asynchronous set or reset at 0
* Most frequently placed logic cells in the final layout: clkdlybuf4s50_1 (25), dfxtp_1 (19), inv_1 (7), nor3_1 (7), nor2_1 (7)
* Final setup skew at 0.00437 ns
* RD Place Congestion at 0.822
* Clock buffer depth at 2
* Initial antenna violation count at 0
* Detail Route Antenna Nets at 0
* Min Tclk post-route at 3.06 ns
* Gr usage total at 0.0561
* Post-CTS sizing at 0
* Main area contributors: dfxtp_1 (40%), ha_1 (3.9%), nor3_1 (3.7%)
* Adder Area Share at 0.0394
* Worst setup path class: in2reg
* Top cell area share at 0.399
* Vias in the first global route at 790
* Number of port buffers at 25
* Netlist cell types at 44
* Leakage Power at 0.501 nW
* Die W at 90 um
* Max FFs per register at 5
* CP required at 4.97 ns
* Hold-fix buffers, CTS at 0
* Synth mux share at 0
* Fraction of layout instances using a drive strength above 1 at 0.134
* Final Cycle Share at 0.638
* Diode count at 0
* Yosys Instances at 102
* CTS H-tree lvls at 1
* Total CTS buffers at 3
* # setup viols final at 0
* Synthesized area at 953 um2
* Dominant combinational family: simple AND/OR/NAND/NOR gates
* Worst slew pin tran at 0.551 ns
* Worst Setup End Kind: register
* Row cnt at 25
* Core area at 4720 um2
* Routed WL at 2.27 mm
* Die Span Y at 90 um
* Pre-Place Util at 0.202
* CTS tree: done
* Commonest flop: dfxtp_1
* Synth Area in Compound Gates at 0.188
* Startpoint types: input port
==> layer usage <==
metal | vias to the layer above | wire [um] | GRT usage
met5 | - | 0 | 0
met4 | 0 | 10 | 0.00531
met3 | 2 | 166 | 0.0226
met2 | 26 | 983 | 0.0860
met1 | 353 | 1110 | 0.0755
li1 | 415 | - | -
==> report_power, final <==
part / total [mW] / internal, mW / switching [mW] / leakage [nW]
Sequential: 0.170 / 0.165 / 0.00537 / 0.155
Clock: 0.106 / 0.0575 / 0.0480 / 0.0255
Combinational: 0.0554 / 0.0305 / 0.0250 / 0.320
==> final cells by class <==
type                       count  area (um2)
clock inverter                 1        5.00
inverter                       7        26.3
multi-input combinational     72         528
tap                           67        83.8
timing repair buffer          25         250
sequential                    19         380
fill                         502        3410
clock buffer                   3        41.3
==> critical path, cell delays in order <==
cell,delay [ns]
clkdlybuf4s50_1,0.56
or3b_1,0.43
nor4_1,0.26
a21oi_1,0.18
nor2_2,0.28
inv_1,0.09
ha_1,0.29
nor3_1,0.17
==> worst paths after layout <==
kind                                  startpoint               end  slack (ns)  depth (start not counted)
worst max register to register  current_state[0]           loadMAR        2.55                          7
worst max-delay path                   opcode[3]           loadMAR        1.74                          8
worst min register to register  current_state[4]  current_state[1]        0.78                          3
worst min-delay path            current_state[4]  current_state[1]        0.78                          3
==> per-stage QoR <==
step	worst slack, ns	util	cells	cell area [um2]
floorplan	2.11	-	102	953
global placement	1.53	0.269	190	1270
detailed placement	1.48	0.269	190	1270
CTS	1.73	0.278	194	1320
global route	1.60	0.278	194	1320
finish	1.74	0.278	194	1320
==> cells by family after synthesis <==
family,Yosys count
simple gates,43
xor+xnor,3
flops,19
buf+inv,11
fa+ha+maj,3
compound gates,23
==> synthesized netlist by cell type (2+ instances only) <==
master / n
a21oi_1: 6
nor2_1: 7
nand2_1: 3
o21bai_1: 2
inv_1: 7
nor4_1: 2
nand3b_1: 3
and2_1: 2
buf_2: 3
or3b_1: 2
nor3_1: 7
dfxtp_1: 19
xnor2_1: 2
or3b_2: 2
nand2b_1: 2
ha_1: 3
a31oi_1: 3
No activity file was given, so power comes from the tool's default toggle rates.
