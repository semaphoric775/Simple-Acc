===== design/flow/constraint.sdc =====
current_design ram

set clk_period 7.6
set clk_io_pct 0.2

create_clock -name clk0 -period $clk_period

set non_clock_inputs [all_inputs -no_clocks]
set_input_delay [expr $clk_period * $clk_io_pct] -clock clk0 $non_clock_inputs
set_output_delay [expr $clk_period * $clk_io_pct] -clock clk0 [all_outputs]

===== design/flow/config.mk =====
export PLATFORM = sky130hd
export DESIGN_NAME = ram
export DESIGN_NICKNAME = ram
export VERILOG_FILES = /design/flow/design.v
export SDC_FILE = /design/flow/constraint.sdc
export NUM_CORES = 4
export LEC_CHECK = 1
export CORE_UTILIZATION = 30

===== design/flow/design.v =====
module ram(we, d, q, addr);
input we;
input[7:0] addr;
input [15:0] d;
output reg[15:0] q;
reg[15:0] mem256x16[0:255];
always @(*)
begin
    if(we) begin
        mem256x16[addr] <= d;
	q <= 16'h0000;
    end
    else
        q <= mem256x16[addr];
end
endmodule

===== design/flow/run.sh =====
#!/bin/bash
# OpenROAD 26Q1-2900-gdf79404cd8, Yosys 0.63+post, stock flow scripts
make -C /OpenROAD-flow-scripts/flow DESIGN_CONFIG=/design/flow/config.mk WORK_HOME=/design/flow/orfs finish

==> out/qor.yml <==
dp.cells: 13495
cpPeakStageDelay_ps: 590
simple_gate_area_share_pct: 12.6
grt_overflow_total: 0
worstHoldPathType: "in2out"
path_buffers: 8
dpl.hpwl_um: 427000
final_layout_top_logic_cells: "dlxtn_1, a22oi_1, buf_4"
num_io_pins: 41
ys_sh_xor_pct: 0.0475
unclocked_pins: 4096
die_w_um: 557
path_cells: "buf_2, buf_12, buf_4, nand4b_1, buf_4, buf_4, o22ai_1, nor4_2, nand4_1, buf_12, nor4_2, buf_4, a311oi_2, clkdlybuf4s50_1"
core_um2: 306000
path_common_cell: "buf_4"
swShare_pct: 47.4
enable_flop_cells: 0
met2_usage_pct: 54.3
ys_area_um2: 92200
grt_max_degree: 121
lay_top_count: "dlxtn_1"
die-area_um2: 310000
final_min_period_over_clock_period_pct: 101
die_h_um: 557
avgRoutedWirePerCell_um: 44.5
postCtsHoldBufs: 0
synth-compound-area-share_pct: 17.0
largest_reg_flops: 4096
wl_um: 606000
total_power_mw: 3.64
power_density_nw_per_um2: 34.2
top_cell_area_share_pct: 66.7
place_congestion: 1.11
worst_slew_pin_slew_ps: 1620
largestRegisters: "mem256x16: 4096 flops"
grt_pass1_wl_um: 785000
grt_pass1_vias: 78266
max_cap_violations: 2
path_max_fanout: 40
grtUsageMet3_pct: 21.8
final_cell_area_um2: 106000
synthArstFlopShare_pct: 0
first_pass_iters: 9
setup_violations: 7
flop_cell: "dlxtn_1"
min_from: "we"
pre_cts_ws_ps: -768
crit_type: "in2out"
drive_above_1_share_pct: 13.4
leakage_nw: 46.4
ir_worst_vdd_mv: 0.0660
via_per_inst: 6.23
antenna_found_initial: 130
critPathRequiredTime_ps: 6080
synth.largest_area_cell: "dlxtn_1"
violations: "capacitance limit, slew limit, setup timing"
hold_path_depth: 3
area_delta_synth_final_pct: 15.4
power.internal_mw: 1.92
untimed_endpoints: 4096
cpLargestDelayFamily: "buffers and inverters"
portBuffers: 41
final_cells: 13614
ys_sh_adder_pct: 0
holdWs_ps: 4070
status: "complete, but fails checks"
timing.final.ws_setup_ps: -111
ys.warnings.count: 2
yosys-mux-area-fraction_pct: 0.0109
holdPathEnd: "q[6]"
synth-seq-cells: 4096
grt-busiest-layer: "met2"
rsz0062_at_grt: "no"
slew_headroom_pct: -8.68
final_util_pct: 34.8
final.min_clock_period_ps: 7710
slowest_stage: "nor4_2"
synth_cell_types: 76
initial_core_util_pct: 30.2
netlist_instances: 9004
yosys-top-cells-area: "dlxtn_1, a22oi_1, nand3_1, a32oi_1, nand4_1"
final.setup.tns_ps: -387
yosys-stat-cells: 9004
timing.fmax_ghz: 0.130
power.switching_mw: 1.73
syn_area_per_cell_um2: 10.2
fill_cells: 30183
start_kind: "input port"
placementRows: 203
vias: 84841
netlist_area_um2: 92200
logic_family: "AND-OR/OR-AND gates"
cp-end-kind: "primary output"
postPlaceCellArea_um2: 106000
met1_usage_pct: 49.3
regMostFlops: "mem256x16"
ant_nets: 0
tool_warnings: 38
finalHoldViolations: 0
arrival_ps: 6190
grt_usage_pct: 39.9
slew_viol_final: 13
drtIter0Drc: 9932
drcViolationCount: 0
==> worst max path at each step <==
stage       start     to  slack, ps  cells after the start
6_report  addr[4]  q[10]       -110                     14
5_1_grt   addr[1]   q[2]        0.7                     16
4_1_cts   addr[1]   q[2]         30                     16
==> synthesized netlist by cell type (76+ instances only) <==
| library cell | number |
|---|---|
| nand3_1 | 844 |
| dlxtn_1 | 4096 |
| nand2_1 | 249 |
| nand4_1 | 279 |
| a22o_1 | 112 |
| buf_1 | 96 |
| a32oi_1 | 204 |
| a22oi_1 | 1020 |
| a222oi_1 | 101 |
| nor4_1 | 127 |
| nor2_1 | 210 |
| and3_1 | 184 |
| o22ai_1 | 256 |
| clkbuf_1 | 328 |
| nor3_1 | 76 |
| buf_2 | 232 |
==> cell type report <==
cell class / count / area [um2] / share of cell area [%]
Timing Repair Buffer: 1114 / 11400 / 10.7
Sequential cell: 4096 / 61500 / 57.8
Tap cell: 4100 / 5130 / 4.82
Inverter: 3 / 11.3 / 0.0106
Antenna cell: 109 / 273 / 0.256
Multi-Input combinational cell: 4192 / 28200 / 26.5
==> timing repair <==
action	CTS	global route
resized	42	12
pin swaps	2	2
buffers inserted	6	0
endpoints found under the hold margin	0	0
gates cloned	3	0
endpoints found under the setup margin	16	13
==> routing by layer <==
layer	share of wire (%)	wire [um]
met3	14	86900
met5	0.23	1420
met4	7.3	44400
met2	41	248000
met1	37	225000
==> kinds of logic after synthesis <==
kind of cell / after synthesis
and+or+nand+nor: 2150
xor gates and xnor gates: 5
AOI/OAI and AO/OA: 2036
muxes: 1
latches: 4096
buffers and inverters: 716
